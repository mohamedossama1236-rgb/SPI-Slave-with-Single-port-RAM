`design/flow/config.mk`:
```
export PLATFORM = sky130hd
export DESIGN_NAME = SPIWrapper
export DESIGN_NICKNAME = SPIWrapper
export VERILOG_FILES = /design/flow/design.v
export SDC_FILE = /design/flow/constraint.sdc
export NUM_CORES = 4
export LEC_CHECK = 1
export CORE_UTILIZATION = 30
```
`design/flow/constraint.sdc`:
```
current_design SPIWrapper

set clk_period 46.5
set clk_io_pct 0.2

create_clock -name clk0 -period $clk_period [get_ports {clk}]

set non_clock_inputs [all_inputs -no_clocks]
set_input_delay [expr $clk_period * $clk_io_pct] -clock clk0 $non_clock_inputs
set_output_delay [expr $clk_period * $clk_io_pct] -clock clk0 [all_outputs]
```
`design/flow/design.v`:
```
module RAM #(parameter MEM_DEPTH = 256 , parameter ADDR_SIZE = 8) 
(
    input   wire  [9:0]   din,
    input   wire          rx_valid,
    input   wire          clk,
    input   wire          rst_n,
    output  reg   [7:0]   dout,
    output  reg           tx_valid    
);
reg [7:0] mem [MEM_DEPTH-1:0];
reg [ADDR_SIZE-1:0] addr;
always @(posedge clk) 
begin
    if(~rst_n)
    begin
        dout <= 8'b0;
        tx_valid <= 1'b0;
        addr <= 'b0;
    end
    else
    begin
        if (rx_valid)
        begin
            case(din[9:8])
            2'b00:  
            begin
                addr <= din[7:0];
                tx_valid <= 1'b0;
            end
            2'b01:  
            begin
                mem[addr] <= din[7:0];
                tx_valid <= 1'b0;
            end
            2'b10:  
            begin
                addr <= din[7:0];
                tx_valid <= 1'b0;
            end
            2'b11:  
            begin
                dout <= mem[addr];
                tx_valid <= 1'b1;
            end
            endcase
        end
    end 
end
endmodule
module SPI
(
    input   wire            MOSI,
    input   wire            SS_n,
    input   wire            clk,
    input   wire            rst_n,
    input   wire    [7:0]   tx_data,
    input   wire            tx_valid,
    output  reg             MISO,
    output  reg     [9:0]   rx_data,
    output  reg             rx_valid   
);
reg         flag_add;
reg [3:0]   counter1;
reg [3:0]   counter2;
(* fsm_encoding = "one_hot" *)
reg [2:0]   current_state,next_state;
parameter IDLE = 3'b000;
parameter CHK_CMD = 3'b001;
parameter WRITE = 3'b011;
parameter READ_ADD = 3'b101;
parameter READ_DATA = 3'b111;
always @(posedge clk) 
begin
    if(~rst_n)
        current_state <= IDLE;
    else
        current_state <= next_state;
end
always@(*)
begin
    case (current_state)
    IDLE:
    begin
        if(~SS_n)
            next_state = CHK_CMD;
        else
            next_state = IDLE;
    end
    CHK_CMD:
    begin
        if(~MOSI && !SS_n)
            next_state = WRITE ;
        else if( MOSI && !SS_n && flag_add)  
            next_state = READ_ADD;
        else if( MOSI && !SS_n && !flag_add)
            next_state = READ_DATA;
        else
            next_state = IDLE;
    end
    WRITE:
    begin
        if(~SS_n)
            next_state = WRITE;
        else
            next_state = IDLE;
    end
    READ_ADD:
    begin
        if(~SS_n)
            next_state = READ_ADD;
        else
            next_state = IDLE;
    end
    READ_DATA:
    begin
        if(~SS_n)
            next_state = READ_DATA;
        else
            next_state = IDLE;
    end
    default: next_state = IDLE;
    endcase
end
always@(posedge clk)
begin
    if(~rst_n)
    begin
        rx_data <= 10'b0;
        rx_valid <= 1'b0;
        MISO <= 1'b0;
        counter1<=4'b0;
        counter2<=4'b1000;
        flag_add <= 1'b1;
    end
    else
    begin
        case(current_state)
        IDLE:
        begin
            rx_data <= 10'b0;
            rx_valid <= 1'b0;
            MISO <= 1'b0;
        end
        CHK_CMD:
        begin
            rx_data <= 10'b0;
            rx_valid <= 1'b0;
            MISO <= 1'b0;
        end
        WRITE:
        begin
            if(counter1 < 4'b1010)
            begin
            rx_valid <= 1'b0;
            rx_data <= {rx_data[8:0],MOSI};
            counter1 <= counter1 + 1;
            end
            if(counter1 == 4'b1010)
            begin
                rx_valid <= 1'b1;
                MISO <= 1'b0;
                counter1 <= 4'b0;
            end
        end
        READ_ADD:  
        begin
            if(counter1 < 4'b1010)
            begin
            rx_valid <= 1'b0;
            rx_data <= {rx_data[8:0],MOSI};
            counter1 <= counter1 + 1;
            end
            if(counter1 == 4'b1010)
            begin
                rx_valid <= 1'b1;
                MISO <= 1'b0;
                counter1 <= 4'b0;
                flag_add <= 1'b0;
            end
        end
        READ_DATA: 
        begin
            if (counter1 < 4'b1010)
            begin
            rx_valid <= 1'b0;
            rx_data <= {rx_data[8:0],MOSI};
            counter1 <= counter1 + 1;
            end
            if(counter1 == 4'b1001)
            begin
                rx_valid <= 1'b1;
                MISO <= 1'b0;
                counter1 <= 4'b0;
            end
            if (tx_valid && counter2 > 4'b0)
            begin
                MISO <= tx_data[counter2-1];
                counter2 <= counter2 - 1 ;
            end
            if(counter2 == 4'b0)
            begin
                counter2 <= 4'b1000;
                flag_add <= 1'b1;
            end
        end
        endcase
    end
end
endmodule
module SPIWrapper
(
    input   wire    MOSI,
    input   wire    SS_n,
    input   wire    clk,
    input   wire    rst_n,
    output  wire    MISO 
);
parameter MEM_DEPTH = 256;
parameter ADDR_SIZE = 8;
wire    [9:0]   rx_dataa;
wire            rx_validd;
wire    [7:0]   tx_dataa;
wire            tx_validd;
SPI SPIbLock
(
    .MOSI(MOSI),
    .SS_n(SS_n),
    .clk(clk),
    .rst_n(rst_n),
    .tx_data(tx_dataa),
    .tx_valid(tx_validd),
    .MISO(MISO),
    .rx_data(rx_dataa),
    .rx_valid(rx_validd)   
);
RAM #(.MEM_DEPTH(MEM_DEPTH),.ADDR_SIZE(ADDR_SIZE)) RAMblock
(
    .din(rx_dataa),
    .rx_valid(rx_validd),
    .clk(clk),
    .rst_n(rst_n),
    .dout(tx_dataa),
    .tx_valid(tx_validd)    
);
endmodule
```
`design/flow/run.sh`:
```
#!/bin/bash
# OpenROAD 26Q1-2900-gdf79404cd8, Yosys 0.63+post, stock flow scripts
make -C /OpenROAD-flow-scripts/flow DESIGN_CONFIG=/design/flow/config.mk WORK_HOME=/design/flow/orfs finish
```
==> run_summary.xml <==
<?xml version="1.0" encoding="UTF-8"?>
<metrics>
  <group name="detailed_routing">
    <metric name="wl_per_cell" unit="um">29.54</metric>
    <metric name="wl_met3" unit="um">45660</metric>
    <metric name="num_vias" unit="">40690</metric>
    <metric name="routed_via_density" unit="">5.234</metric>
    <metric name="drt-met1-wl" unit="um">72370</metric>
    <metric name="route.met2.wl" unit="um">102900</metric>
    <metric name="routed_wl" unit="um">229600</metric>
    <metric name="routed.top_layer" unit="">met5</metric>
    <metric name="drt_first_pass_iters" unit="">5</metric>
    <metric name="postRouteAntennaNets" unit="">0</metric>
    <metric name="drt_iter0_drc" unit="">3029</metric>
    <metric name="drc" unit="">0</metric>
  </group>
  <group name="final_timing">
    <metric name="endpoints_failing_setup" unit="">0</metric>
    <metric name="totalNegativeSetupSlack" unit="ps">0</metric>
    <metric name="clock_skew" unit="ps">33.66</metric>
    <metric name="final_critical_path_setup_slack" unit="ps">34490</metric>
    <metric name="report.final.slew_viol_count" unit="">0</metric>
    <metric name="post-route-min-period" unit="ps">12010</metric>
    <metric name="rsz0062_at_grt" unit="">false</metric>
    <metric name="slew-limit-headroom" unit="%">24.23</metric>
    <metric name="fmax" unit="MHz">83.28</metric>
    <metric name="finalCritPeriodShare" unit="%">25.82</metric>
    <metric name="tightestPinTransition" unit="ps">1108</metric>
    <metric name="final_hold_viol_count" unit="">0</metric>
  </group>
  <group name="layout">
    <metric name="post-route-util" unit="%">34.52</metric>
    <metric name="filler_cell_count" unit="">24410</metric>
    <metric name="layout-drive-gt1-share" unit="%">23.09</metric>
    <metric name="syn2layout_area_growth" unit="%">13.94</metric>
  </group>
  <group name="critical_path">
    <metric name="cpMostUsedCell" unit="">sky130_fd_sc_hd__buf_4</metric>
    <metric name="worstPathMaxFanout" unit="">39</metric>
    <metric name="cpMaxStageDelayCell" unit="">sky130_fd_sc_hd__nor2_1</metric>
    <metric name="crit_arrival" unit="ps">12500</metric>
    <metric name="critPathLaunchType" unit="">input port</metric>
    <metric name="critical_path.endpoint_type" unit="">flop</metric>
    <metric name="critPathKind" unit="">input port to flop</metric>
    <metric name="max_stage_delay_on_crit_path" unit="ps">610</metric>
    <metric name="cp_top_delay_family" unit="">simple AND/OR/NAND/NOR gates</metric>
    <metric name="timing.critical_path.cells" unit="">clkdlybuf4s50_1 -&gt; buf_4 -&gt; nand4b_1 -&gt; nor3_1 -&gt; nand2_1 -&gt; buf_4 -&gt; nor2_1</metric>
    <metric name="critical_path.n_buffers_inverters" unit="">3</metric>
    <metric name="cp_data_required_time" unit="ps">46990</metric>
  </group>
  <group name="worst_hold_path">
    <metric name="hold_class" unit="">flop to flop</metric>
  </group>
  <group name="die">
    <metric name="io-pin-count" unit="">5</metric>
    <metric name="die-height" unit="um">523.1</metric>
    <metric name="fp_util" unit="%">30.29</metric>
    <metric name="core" unit="um^2">268900</metric>
    <metric name="floorplan.die_area" unit="um^2">273600</metric>
    <metric name="floorplan.rows" unit="">190</metric>
    <metric name="chipWidth" unit="um">523.1</metric>
  </group>
  <group name="yosys">
    <metric name="synth-main-ff-cell" unit="">sky130_fd_sc_hd__edfxtp_1</metric>
    <metric name="synth_area_leader_cell" unit="">sky130_fd_sc_hd__edfxtp_1</metric>
    <metric name="synthDominantCellAreaShare" unit="%">75.51</metric>
    <metric name="yosys_warnings" unit="">3</metric>
    <metric name="edf_count" unit="">2048</metric>
    <metric name="post_synth_instance_area" unit="um^2">81450</metric>
    <metric name="synth.area.top_cells" unit="">sky130_fd_sc_hd__edfxtp_1 76%, sky130_fd_sc_hd__mux4_2 13%, sky130_fd_sc_hd__mux2i_1 1.6%</metric>
    <metric name="syn_area_per_cell" unit="um^2">20.76</metric>
    <metric name="asyncSetResetFlopFracSynth" unit="%">0</metric>
    <metric name="ys_cells" unit="">3923</metric>
    <metric name="yosysUniqueCellTypes" unit="">69</metric>
    <metric name="ys_seq_elements" unit="">2091</metric>
    <metric name="ys_area" unit="um^2">81450</metric>
    <metric name="syn-instance-count" unit="">3923</metric>
    <metric name="ys_seq_share" unit="%">76.56</metric>
  </group>
  <group name="power_and_ir_drop">
    <metric name="power_leakage" unit="nW">27.67</metric>
    <metric name="ir_drop" unit="V">0.00003161</metric>
    <metric name="power_per_cell_area" unit="nW/um^2">40.19</metric>
    <metric name="power" unit="W">0.003729</metric>
  </group>
  <group name="flow_run">
    <metric name="cap_viol_max_count" unit="">0</metric>
    <metric name="warnings" unit="">28</metric>
  </group>
  <group name="place">
    <metric name="io_buffers" unit="">4</metric>
    <metric name="global_placement_routability_congestion" unit="">0.9519</metric>
    <metric name="detailedPlace.worstSlack" unit="ps">33670</metric>
    <metric name="detailed_placement_wirelength_estimate" unit="um">144500</metric>
  </group>
  <group name="clock_network">
    <metric name="path_clk_slew" unit="ps">60</metric>
    <metric name="ctsHoldBuffers" unit="">0</metric>
    <metric name="numClockSinks" unit="">2091</metric>
    <metric name="h-tree-depth" unit="">4</metric>
    <metric name="cts_tree" unit="">built</metric>
    <metric name="ctsResizeCount" unit="">0</metric>
    <metric name="numCtsBuffers" unit="">208</metric>
    <metric name="clkLatencyLatePin" unit="ps">850</metric>
    <metric name="cts_setup_buffers" unit="">0</metric>
    <metric name="root_cell_of_the_clock_tree" unit="">sky130_fd_sc_hd__clkbuf_16</metric>
    <metric name="cts_max_path_buffers" unit="">3</metric>
  </group>
  <group name="grt">
    <metric name="globalRouteTotalUtil" unit="%">18.22</metric>
    <metric name="grt_start_max_net_pins" unit="">99</metric>
    <metric name="grt_pass1_wl" unit="um">328600</metric>
    <metric name="antenna_found_initial" unit="">8</metric>
    <metric name="number_of_global_route_vias_before_repair" unit="">45300</metric>
    <metric name="overflow" unit="">0</metric>
  </group>
  <group name="outcome">
    <metric name="outcome" unit="">finished, final reports clean</metric>
  </group>
</metrics>
where the power goes:
group	switching [W]	internal [W]
registers	0.000000500	0.00204
clock network	0.000714	0.000974
logic	0.00000281	0.00000111
total	0.000717	0.00301
path summary, 6_finish.rpt:
check	startpoint	endpoint	slack [ps]	cells after the start
worst max-delay path	rst_n	RAMblock.mem[252][1]	34490	7
worst min register to register	SPIbLock.current_state[0]	SPIbLock.current_state[1]	430	2
worst max register to register	RAMblock.addr[1]	RAMblock.dout[5]	41130	9
worst min-delay path	SPIbLock.current_state[0]	SPIbLock.current_state[1]	430	2
per-layer routing:
metal / vias to the layer above / GRT usage (%)
li1: 16560 / -
met1: 20400 / 19.40
met2: 3272 / 26.12
met3: 428 / 16.65
met4: 20 / 4.880
met5: - / 1.213
synth_stat cells, types with 4 or more instances:
cell,instances
sky130_fd_sc_hd__o221ai_1,7
sky130_fd_sc_hd__nor4_1,8
sky130_fd_sc_hd__a211oi_1,11
sky130_fd_sc_hd__nor2b_1,32
sky130_fd_sc_hd__mux2_2,8
sky130_fd_sc_hd__nor3_1,22
sky130_fd_sc_hd__nor2_1,321
sky130_fd_sc_hd__mux4_2,481
sky130_fd_sc_hd__buf_6,20
sky130_fd_sc_hd__a22oi_1,55
sky130_fd_sc_hd__ha_1,4
sky130_fd_sc_hd__inv_1,8
sky130_fd_sc_hd__nand4_1,27
sky130_fd_sc_hd__mux2i_1,134
sky130_fd_sc_hd__edfxtp_1,2048
sky130_fd_sc_hd__nand3_1,48
sky130_fd_sc_hd__a41oi_1,11
sky130_fd_sc_hd__dfxtp_1,43
sky130_fd_sc_hd__o21ai_0,39
sky130_fd_sc_hd__mux4_1,18
sky130_fd_sc_hd__and3_1,7
sky130_fd_sc_hd__and2_1,8
sky130_fd_sc_hd__nand2_1,148
sky130_fd_sc_hd__o22a_1,4
sky130_fd_sc_hd__buf_2,80
sky130_fd_sc_hd__clkbuf_1,75
sky130_fd_sc_hd__a31oi_1,7
sky130_fd_sc_hd__a2111oi_0,4
sky130_fd_sc_hd__a221oi_1,4
sky130_fd_sc_hd__or3b_2,6
sky130_fd_sc_hd__nand2b_1,10
sky130_fd_sc_hd__nand3b_1,6
sky130_fd_sc_hd__buf_1,13
sky130_fd_sc_hd__a32oi_1,18
sky130_fd_sc_hd__or3_1,6
sky130_fd_sc_hd__buf_4,45
sky130_fd_sc_hd__a21oi_1,22
sky130_fd_sc_hd__o22ai_1,59
metrics by stage:
stage          hold WS, ps  instance area (um^2)  cells
4_1_cts              437.5                 92800   7770
2_1_floorplan        408.7                 81450   3923
3_3_place_gp         432.9                 85920   7393
6_report             429.5                 92800   7773
3_5_place_dp         422.8                 85920   7393
5_1_grt              462.7                 92800   7771
cell type report:
type / count / area (um^2) / area share (%)
Clock buffer: 248 / 5398 / 5.816
Inverter: 9 / 36.28 / 0.03910
Antenna cell: 3 / 7.507 / 0.008089
Clock inverter: 129 / 1481 / 1.596
Timing Repair Buffer: 153 / 1271 / 1.370
Tap cell: 3552 / 4444 / 4.789
Multi-Input combinational cell: 1588 / 17750 / 19.13
Sequential cell: 2091 / 62410 / 67.25
worst register-to-register path, cell delays in order (launching register included):
cell	delay (ps)
sky130_fd_sc_hd__dfxtp_4	760
sky130_fd_sc_hd__buf_4	730
sky130_fd_sc_hd__buf_4	710
sky130_fd_sc_hd__buf_4	550
sky130_fd_sc_hd__mux4_2	560
sky130_fd_sc_hd__o221ai_1	260
sky130_fd_sc_hd__o2111ai_1	150
sky130_fd_sc_hd__o21ai_0	790
sky130_fd_sc_hd__nand4_1	400
sky130_fd_sc_hd__o221a_2	360
sequential cells by signal, summed over array words and instances (netlist names), 4 cells and up:
signal and flops:
RAMblock.addr 8, RAMblock.dout 8, RAMblock.mem 2048, SPIbLock.counter1 4, SPIbLock.counter2 4, SPIbLock.current_state 5, SPIbLock.rx_data 10
cells in the final DEF (no fill, tap or decap), drive strengths merged, types with 15 or more instances in the layout:
master,count
o21ai,40
o22ai,59
nand3,48
bufinv,26
inv,15
nor2b,32
nor2,321
clkinv,89
nand2,148
edfxtp,2048
a21oi,22
mux4,499
nand4,27
mux2i,134
a22oi,55
buf,149
clkbuf,248
dfxtp,43
a32oi,18
nor3,22
logic make-up (layout without fill, tap and decap cells):
family,Yosys count,after routing,synth area share (%)
xor gates and xnor gates,3,3,0.03227
AOI/OAI and AO/OA,278,278,2.421
and+or+nand+nor,662,662,3.604
DFF,2091,2091,76.56
other,0,3,0
muxes,641,641,15.64
adders and majority gates,4,4,0.06145
buffers and inverters,244,539,1.679
Power is estimated from default activity; no workload was simulated.
